### flow/config.mk
export PLATFORM = sky130hd
export DESIGN_NAME = led7seg9
export DESIGN_NICKNAME = led7seg9
export VERILOG_FILES = /design/flow/design.v
export SDC_FILE = /design/flow/constraint.sdc
export NUM_CORES = 4
export LEC_CHECK = 1
export CORE_AREA = 10 10 70 70
export DIE_AREA = 0 0 80 80
### flow/constraint.sdc
current_design led7seg9

set clk_period 1.0
set clk_io_pct 0.2

create_clock -name clk0 -period $clk_period

set non_clock_inputs [all_inputs -no_clocks]
set_input_delay [expr $clk_period * $clk_io_pct] -clock clk0 $non_clock_inputs
set_output_delay [expr $clk_period * $clk_io_pct] -clock clk0 [all_outputs]
### flow/design.v
module led7seg9 (I,LED,SA);
    input [3:0]I;
    output [7:0]LED;
    output [3:0]SA;
    assign  SA = 4'bZZZ0;
    assign  LED[0] = (~I[0] & I[1] & I[2] & I[3] )^(I[0] & I[1] & ~I[2] & I[3])^(I[0] & ~I[1] & ~I[2] & I[3]);
    assign  LED[1] = (~I[0] & I[1] & ~I[2] & I[3])^(I[0] & ~I[1] & ~I[2] & I[3]);
    assign  LED[2] = I[0] & ~I[1] &I[2] & I[3];
    assign  LED[3] = (~I[0] & I[1] &I[2] & I[3])^(I[0] & I[1] & ~I[2] & I[3])^(~I[0] & I[1] &I[2] & ~I[3]);
    assign  LED[4] = (~I[0] & I[1]) ^ (~I[0] & ~I[1]) ^ (I[0] & I[1] & ~I[2] & I[3]);
    assign  LED[5] = (~I[0] & I[1] &I[2] & I[3]) ^ (I[0] & ~I[1] & I[2] & I[3]) ^ (~I[0] & ~I[1]);
    assign  LED[6] = (I[1] &I[2] & I[3]) ^ (~I[0] & ~I[1] & ~I[2] & I[3]);
    assign  LED[7] = 1'b1;
endmodule
### flow/run.sh
#!/bin/bash
# OpenROAD 26Q1-2900-gdf79404cd8, Yosys 0.63+post, stock flow scripts
make -C /OpenROAD-flow-scripts/flow DESIGN_CONFIG=/design/flow/config.mk WORK_HOME=/design/flow/orfs finish
==> results.cfg <==
; physical design summary
[cells_and_area]
layout-drive-gt1-share_pct = 66.7
area_growth_pct = 134
flop-count = 0
nClkBuffers = 0
regArea_um2 = 0
finalNonFillerCells = 82

[outcome]
outcome = completed

[yosys]
common_cells = 5 x buf_4, 3 x inv_1
synth.avg_cell_area_um2 = 6.00
ys_chip_area_um2 = 144
most_common_cell = buf_4
syn_area_um2 = 144
ys_seq_share_pct = 0
synth.top_cell.area_share_pct = 26.1
ys_cells = 24
synth_cells = 24
yosys.area.top_type = buf_4
ys_warn_count = 1
synth.distinct_cells = 14
top_cells_by_area = buf_4 26%, nand2b_4 9.6%, nand2b_1 8.7%

[clock_tree]
postCtsSetupRepairBufs = 0

[worst_setup_path]
cp_max_fo = 4
slowest_stage = nand2b_4
worst_path_largest_cell_delay_ns = 0.16
timing.critical_path.cells = buf_6 -> nand2b_4 -> buf_6 -> o22ai_2 -> buf_2
worstPathRequired_ns = 0.80
cp_num_cells = 5
start_kind = input pin
worst-path-buf-inv = 3
cpMostUsedCell = buf_6
path_class = input pin to primary output
path_delay_family = buffers and inverters
arrival_ns = 0.77
endpoint_kind = primary output

[place]
post-place-cells = 82
gp_congestion = 0.741
hpwl_um = 488
post-place-ws_ns = -0.797
numPortBuffers = 11

[route]
drt_drc_violations_left = 0
vias = 182
wl_um = 575
drtIter0Drc = 2
diodes = 0
ant_nets = 0
viasPerCell = 2.22
dr.pass1.iters = 2
post_drt_wl_per_cell_um = 7.01

[global_route]
grt_pass1_vias = 174
grt_pass1_wl_um = 952
grt_max_degree = 8
grt_util_all_layers_pct = 1.75
grt-ovfl-total = 0
antenna_found_initial = 0

[flow_run]
warnings = 33
drv_cap = 0

[min_path]
hold_class = input pin to primary output
hp-start = I[0]
worstHoldPathCells = 3
hold-path-endpoint = LED[4]

[sta]
worst_slack_ns = 0.0323
rsz0062_at_grt = no
fmax_mhz = 1030
setup_viol = 0
period_needed_ns = 0.968
finalHoldViolations = 0
min_period_over_period_pct = 96.8
slew_viol_final = 0

[power]
power_density_nw_per_um2 = 314
peakVddDrop_v = 0.0000395
power.leakage_nw = 0.154

[floorplanning]
rows = 21
die_x_um = 80
fp_util_pct = 4.21
die_h_um = 80
pin_count = 16
chipArea_um2 = 6400
fp.coreArea_um2 = 3420
where the power goes:
group / switching, mW / internal [mW] / total, mW
combinational: 0.0467 / 0.0591 / 0.106
clock: 0 / 0 / 0
sequential: 0 / 0 / 0
total: 0.0467 / 0.0591 / 0.106
area by class of cell:
| cell class | instances | area (um^2) |
|---|---|---|
| Inverter | 3 | 11.3 |
| Tap cell | 46 | 57.6 |
| Timing Repair Buffer | 14 | 108 |
| Fill cell | 403 | 3080 |
| Multi-Input combinational cell | 19 | 160 |
per-stage QoR:
stage          TNS (ns)  power [mW]  cell area, um^2  hold slack (ns)  util (%)
6_report              0       0.106              337            0.703      9.85
5_1_grt               0       0.119              337            0.735      9.85
4_1_cts         -0.0252       0.103              324            0.720      9.49
3_5_place_dp      -5.25      0.0964              308             1.46      9.01
3_3_place_gp      -5.27      0.0972              308             1.46      9.01
2_1_floorplan         0      0.0371              155            0.423         -
cells in the final DEF (no fill, tap or decap):
| master | netlist | routed |
|---|---|---|
| buf_6 | 0 | 4 |
| inv_1 | 3 | 3 |
| nor2_1 | 2 | 1 |
| clkdlybuf4s15_1 | 0 | 1 |
| o22ai_2 | 0 | 2 |
| buf_4 | 5 | 3 |
| nand2_2 | 1 | 2 |
| a21oi_2 | 0 | 1 |
| nand2b_4 | 1 | 3 |
| conb_1 | 2 | 5 |
| buf_2 | 0 | 6 |
| o21ai_2 | 0 | 1 |
| o31ai_4 | 0 | 1 |
| nor2_2 | 0 | 1 |
| nand3_1 | 1 | 1 |
| a31o_1 | 1 | 1 |
what timing repair did:
action | 4_1_cts | 5_1_grt
hold buffers | 0 | 0
pin swaps | 3 | 3
resized | 50 | 6
setup endpoints to repair | 7 | 3
tightest hold or removal path, delay by kind of cell:
kind / cells / cell delay, ns
buffers and inverters: 2 / 0.24
AOI/OAI and AO/OA: 1 / 0.06
routing by layer:
metal	track usage, %	routed length, um
met5	0	0
met4	0	0
met3	0.568	73
met2	2.97	248
met1	2.24	253
kinds of logic after synthesis:
| kind of cell | count (synthesis) | share of synthesized area (%) |
|---|---|---|
| and+or+nand+nor | 8 | 33.9 |
| AOI/OAI and AO/OA | 6 | 27.0 |
| buffers and inverters | 8 | 33.9 |
| other | 2 | 5.22 |
how the worst max path moves through the flow:
stage / from / endpoint / slack (ns)
4_1_cts: I[2] / LED[6] / -0.03
5_1_grt: I[1] / LED[2] / 0.002
6_report: I[2] / LED[3] / 0.03
Power and IR drop assume default switching activity.
