## flow/config.mk

```make
export PLATFORM = sky130hd
export DESIGN_NAME = cpu16_alu
export DESIGN_NICKNAME = cpu16_alu
export VERILOG_FILES = /design/flow/design.v
export SDC_FILE = /design/flow/constraint.sdc
export NUM_CORES = 4
export LEC_CHECK = 1
export CORE_AREA = 10 10 106 106
export DIE_AREA = 0 0 116 116
```

## flow/constraint.sdc

```tcl
current_design cpu16_alu

set clk_period 8.9
set clk_io_pct 0.2

create_clock -name clk0 -period $clk_period

set non_clock_inputs [all_inputs -no_clocks]
set_input_delay [expr $clk_period * $clk_io_pct] -clock clk0 $non_clock_inputs
set_output_delay [expr $clk_period * $clk_io_pct] -clock clk0 [all_outputs]
```

## flow/design.v

```verilog
module cpu16_alu( A, B, ICNT, OUT );
input [15:0] A, B;
input [3:0] ICNT;
output [15:0] OUT;
reg [15:0] a, b, r;
reg cin;
always @( A or B or ICNT )
  if ( ICNT[0] | ICNT[1] ) begin
    a = A;
    b = ( ICNT[1] ? ~B : B );
    cin = ( ICNT[1] ? 1'b1 : 1'b0 );
    r = a + b + cin;
  end
  else if ( ICNT[2] )
    r = A & B;
  else if ( ICNT[3] )
    r = A | B;
  else
    r = 16'hxxxx;
assign OUT = r;
endmodule
```

## flow/run.sh

```bash
#!/bin/bash
# OpenROAD 26Q1-2900-gdf79404cd8, Yosys 0.63+post, stock flow scripts
make -C /OpenROAD-flow-scripts/flow DESIGN_CONFIG=/design/flow/config.mk WORK_HOME=/design/flow/orfs finish
```

==> out/metrics.yaml <==
synth_cells: 171
peakVddDrop_mv: 0.0290
final_cells: 327
fill_cells: 968
path_buffers: 2
die_w_um: 116
grt_usage_pct: 6.20
dpl.hpwl_mm: 3.60
drive_above_1_share_pct: 4.57
grt_max_degree: 14
met2WireLength_mm: 1.91
critical-path-slowest-cell: "clkdlybuf4s50_1"
combGateArea_um2: 1190
wire_per_inst_um: 12.7
cts_setup_buffers: 0
antenna-diode-count: 0
compound_area_share_pct: 31.6
fin_ws_ps: 1600
postSynthAreaPerCell_um2: 7.16
stdcell_area_um2: 1860
core_area_um2: 8850
rsz0062_at_grt: "no"
rows: 34
die.size.y_um: 116
dieArea_um2: 13500
grt_pass1_wl_mm: 6.98
crit_end: "OUT[14]"
startpoint_type: "input port"
whs_ps: 4650
min_path_type: "input port to output pin"
cts_resized: 0
path_cells: "clkdlybuf4s50_1, mux2_4, fa_1, a21o_1, a21oi_2, o21ai_1, a221o_1, a31o_2, a311oi_1, xor2_1, o21ai_1, clkdlybuf4s50_1"
min_period_ps: 7300
swShare_pct: 43.9
synthTopLogicFamily: "AND-OR/OR-AND gates"
min_from: "A[0]"
power_density_nw_per_um2: 86.2
drt_wl_total_mm: 4.17
power.switching_mw: 0.0703
grt_pass1_vias: 1415
placed_area_um2: 1860
place_inst: 327
synth_adder_area_share_pct: 24.5
maxCapViolCount: 0
vias: 1372
globalplace.congestion: 0.783
internal-power_mw: 0.0899
power_frac_seq_pct: 0
ctsHoldBuffers: 0
setup_tns_ps: 0
p_total_mw: 0.160
synth_area_um2: 1220
setup_viol: 0
routed.top_layer: "met4"
p_comb_share_pct: 100.0
final_util_pct: 21.0
final_cell_mix: "clkdlybuf4s50_1 (51), xor2_1 (19), nor2_1 (18), a21oi_1 (18), nand2_1 (17)"
first_pass_iters: 4
ys_cells: 171
viasPerCell: 4.20
grt.overflow.total: 0
area_growth_pct: 51.8
ant_nets: 0
cpPeakStageDelay_ps: 680
wl_met1_mm: 2.02
synth-area-yosys_um2: 1220
warning_count: 35
dp_slack_ps: 1560
yosysUniqueCellTypes: 41
drv_slew: 0
critPathCaptureType: "output pin"
hold_violations: 0
crit_start: "ICNT[1]"
port_buffers: 51
critPathKind: "input port to output pin"
outcome: "finished, final reports clean"
fp-utilization_pct: 13.8
clock_buffers: 0
cp_max_fo: 9
dr_wl_met3_um: 192
num_io_pins: 52
drt_iter0_drc: 56
seq_area_um2: 0
p_leak_nw: 0.688
period_used_pct: 82.0
lay_top_count: "clkdlybuf4s50_1"
worst_pin_slew_ps: 528
critical_path_arrival_ps: 5520
ff_count: 0
drcViolationCount: 0
required_ps: 7120
slew_headroom_pct: 64.7
yosys_warnings: 1
path_depth: 12
p_clk_share_pct: 0
xor_share_pct: 19.3
mux_share_pct: 2.04
fmax_mhz: 137
yosys.stat.seqShare_pct: 0
critPathTopFamily: "AND-OR/OR-AND gates"
antenna_found_initial: 0
ys_sh_simple_pct: 19.5
## synth_stat cells (all sizes together), types with 2 or more instances
library cell  number  area [um2]
maj3               8        80.1
nor3               3        15.0
xor2              19         166
clkbuf             4        15.0
a311oi             3        43.8
nand2             17        63.8
nand3              5        30.0
nor2              18        67.6
a211oi             4        30.0
inv                2        7.51
and3               2        12.5
o31ai              2        20.0
or3                2        12.5
o21ai             17        85.1
a21oi             19        98.9
xnor2              8        70.1
a21o               2        15.0
a221oi             2        17.5
nor2b              2        12.5
ha                16         200
## layer usage
metal	global-route usage (%)	vias up
met5	0	-
met4	0.584	0
met3	0.890	2
met2	10.4	32
met1	8.55	609
li1	-	729
## cell type report
type,count,area share [%]
multi-input combinational,163,63.9
timing repair buffer,53,28.3
tap,108,7.27
inverter,3,0.606
## kinds of logic (layout without fill, tap and decap cells)
kind of cell,Yosys count,after routing
buffers and inverters,8,56
adder cells (fa/ha/maj),25,25
multiplexers,2,2
AND-OR/OR-AND,56,56
XOR/XNOR,27,27
AND/OR/NAND/NOR,53,53
## power groups by stage
stage | clock network [mW] | logic (mW) | registers, mW
4_1_cts | 0 | 0.163 | 0
6_report | 0 | 0.160 | 0
5_1_grt | 0 | 0.181 | 0
## worst min-delay path by stage
stage	slack (ps)	end	cells after the start
after CTS	4660	OUT[0]	4
final	4650	OUT[0]	4
after global routing	4710	OUT[0]	4
No activity file was given, so power comes from the tool's default toggle rates.
